--- config.mk ---
export PLATFORM = sky130hd
export DESIGN_NAME = Exponent_difference
export DESIGN_NICKNAME = Exponent_difference
export VERILOG_FILES = /design/flow/design.v
export SDC_FILE = /design/flow/constraint.sdc
export NUM_CORES = 4
export LEC_CHECK = 1
export CORE_AREA = 10 10 70 70
export DIE_AREA = 0 0 80 80
--- constraint.sdc ---
current_design Exponent_difference

set clk_period 9.2
set clk_io_pct 0.2

create_clock -name clk0 -period $clk_period

set non_clock_inputs [all_inputs -no_clocks]
set_input_delay [expr $clk_period * $clk_io_pct] -clock clk0 $non_clock_inputs
set_output_delay [expr $clk_period * $clk_io_pct] -clock clk0 [all_outputs]
--- design.v ---
module Exponent_difference #(
    parameter int E = 8             
)(
    input logic [E-1:0] Ex,
    input logic [E-1:0] Ey,
    output logic signed [E:0] dif,
    output logic X_greater_than_Y,
    output logic Ex_equal_Ey
);
always_comb begin
    dif = {1'b0, Ex} - {1'b0, Ey};
    X_greater_than_Y = (dif >= 0);
    Ex_equal_Ey = (dif == 0);
end
endmodule
--- run.sh ---
#!/bin/bash
# OpenROAD 26Q1-2900-gdf79404cd8, Yosys 0.63+post, stock flow scripts
make -C /OpenROAD-flow-scripts/flow DESIGN_CONFIG=/design/flow/config.mk WORK_HOME=/design/flow/orfs finish
==> metrics.yaml <==
placement:
  dp_hpwl_mm: 1.23
  place.gp.congestion: 0.837
  numPortBuffers: 27
finish:
  drive_gt1_share_pct: 10.3
  fill_cells: 383
  ff_latch_area_um2: 0
  synthToLayoutAreaGrowth_pct: 75.5
  num-clock-buffers: 0
  ff_count: 0
detailed_routing:
  drt_wl_total_mm: 1.31
  first_iter_violations: 10
  post_drt_wl_per_cell_um: 9.86
  first_pass_iters: 2
  diodes: 0
  final_antenna_net_count: 0
  drc_errors: 0
  num_vias: 478
  viasPerCell: 3.59
timing:
  slew_viol_final: 0
  slew_headroom_pct: 73.8
  fmax_ghz: 0.156
  hold_viol: 0
  tightestPinTransition_ns: 0.391
  period_used_pct: 69.6
  holdWs_ns: 4.71
  fin_crit_ns: 6.40
  finalSetupViolations: 0
  setup_tns_ns: 0
  grt_setup_unrepaired: "no"
power:
  irDropWorstVdd_mv: 0.0197
  p_leak_nw: 0.355
  p_per_area_nw_per_um2: 68.1
global_routing:
  grt_use_total_pct: 3.88
  grt_max_degree: 8
  grt_overflow: 0
  grt_pass1_wl_mm: 2.08
  grt_pass1_vias: 487
  antenna_found_initial: 0
logic_synthesis:
  synth.cellmix.compoundShare_pct: 26.5
  ys_seq_share_pct: 0
  yosysTopAreaCellShare_pct: 23.1
  ys_sh_mux_pct: 2.31
  synthesis.area_um2: 434
  ys_types: 24
  synthAdderAreaFrac_pct: 27.7
  ys_cells: 60
  syn_inst: 60
  avgSynthCellArea_um2: 7.24
  synth_top_cell_by_area: "ha_1"
  yosys_area_um2: 434
  area_leaders: "ha_1 (23%), inv_1 (11%), nor2_1 (6.1%)"
  ys_warn_count: 1
  synthSimpleGateAreaFrac_pct: 20.5
  xor_area_share_pct: 11.8
  top_logic_kind: "adder cells"
clocking:
  post_cts_resized: 0
  cts_hold_buf: 0
  cts_setup_buffers: 0
flow_run:
  openroad.warnings: 32
  maxCapViolCount: 0
critical_path:
  crit_required_ns: 7.36
  end_kind: "primary output"
  cpMaxStageDelayCell: "or4_4"
  cp_cell_sequence: "clkdlybuf4s50_1 > inv_1 > ha_1 > fa_1 > nand2b_1 > a21oi_2 > xor2_2 > or4_4 > nor4_2 > clkdlybuf4s50_1"
  arrival_ns: 4.56
  path_common_cell: "clkdlybuf4s50_1"
  startpoint_type: "input pin"
  crit_fanout: 2
  cpPeakStageDelay_ns: 0.54
  crit_type: "input pin to primary output"
floorplanning:
  initial_core_util_pct: 12.7
  core_um2: 3420
  dieArea_um2: 6400
  floorplan.io_pins: 27
  dieWidth_um: 80
  fp.dieH_um: 80
  rows: 21
run_status:
  outcome: "finished clean"
hold_path:
  hp-class: "input pin to primary output"
[stage by stage]
| stage | setup WS, ns | utilization (%) | instances | cell area, um2 | power (mW) |
|---|---|---|---|---|---|
| 4_1_cts | 2.75 | 22.3 | 133 | 762 | 0.0529 |
| 3_3_place_gp | 2.80 | 22.3 | 133 | 762 | 0.0524 |
| 3_5_place_dp | 2.75 | 22.3 | 133 | 762 | 0.0525 |
| 6_report | 2.80 | 22.3 | 133 | 762 | 0.0519 |
| 2_1_floorplan | 3.89 | - | 60 | 434 | 0.0247 |
| 5_1_grt | 2.64 | 22.3 | 133 | 762 | 0.0587 |
[layout by cell type, fill, tap and decap left out, drive strengths merged]
master	synthesis	layout
mux2i	1	1
nand2	4	4
nor4	1	1
o21bai	1	1
a31oi	1	1
a21o	3	3
xnor2	3	3
a211oi	2	2
or4	1	1
nand2b	2	2
a21oi	6	6
xor2	2	2
o311a	1	1
inv	13	13
nor2	8	8
nor3	1	1
ha	8	8
fa	1	1
clkdlybuf4s50	0	27
a211o	1	1
[layout make-up]
class	instances	area, um2	area share [%]
Timing Repair Buffer	27	270	35.5
Inverter	13	48.8	6.40
Multi-Input combinational cell	47	385	50.6
Tap cell	46	57.6	7.55
[Yosys cell counts, types with 2 or more instances]
cell / count
inv_1: 13
ha_1: 8
nor2_1: 7
a21oi_1: 4
nand2_1: 4
xnor2_1: 3
a21o_1: 2
a21oi_2: 2
nand2b_1: 2
[cell families after synthesis]
logic type      count (synthesis)
fa+ha+maj                       9
mux                             1
simple gates                   17
xor+xnor                        5
compound gates                 15
buf+inv                        13
[worst max-delay path, delay by kind of cell]
kind                     cells  cell delay, ns
AND-OR/OR-AND                1            0.18
XOR/XNOR                     1            0.09
buffers and inverters        3            0.99
AND/OR/NAND/NOR              3            0.85
adder cells (fa/ha/maj)      2            0.60
[path summary, 6_finish.rpt]
path	start	to	cells after the start
setup / recovery	Ex[0]	Ex_equal_Ey	10
hold / removal	Ey[0]	dif[0]	4
[metal layers]
layer	global-route usage, %	vias to the layer above	part of all wire, %
met2	5.78	18	38
met5	0	-	0
met1	4.50	204	41
met3	3.18	0	21
met4	0	0	0
li1	-	256	-
[where the power goes]
part	total, mW	switching [mW]	leakage, nW	internal (mW)
clock network	0	0	0	0
registers	0	0	0	0
logic	0.0519	0.0203	0.355	0.0316
total	0.0519	0.0203	0.355	0.0316
Power and IR drop assume default switching activity.
