`design/flow/design.v`:
```
module special_cases_detector #(
    parameter int M = 23,
    parameter int E = 8,
    parameter int special_case = 7
)(              
    input logic [E+M:0] X,
    input logic [E+M:0] Y,
    output logic [$clog2(special_case)-1:0] X_special_case,
    output logic [$clog2(special_case)-1:0] Y_special_case
);
localparam logic [$clog2(special_case):0] CASE_NONE = 0;
localparam logic [$clog2(special_case):0] CASE_INF_P = 1;
localparam logic [$clog2(special_case):0] CASE_INF_N = 2;
localparam logic [$clog2(special_case):0] CASE_ZERO_P = 3;
localparam logic [$clog2(special_case):0] CASE_ZERO_N = 4;
localparam logic [$clog2(special_case):0] CASE_ONE_P = 5;
localparam logic [$clog2(special_case):0] CASE_ONE_N = 6;
always_comb begin
    X_special_case = 0;
    if (X[E+M-1:0] == {E+M{1'b1}}) begin
        X_special_case = (X[E+M]) ? CASE_INF_N : CASE_INF_P;
    end 
    else if (X[E+M-2:0] == {E+M-1{1'b0}}) begin
        if (X[E+M-1]) begin
            X_special_case = (X[E+M]) ? CASE_ONE_N : CASE_ONE_P;
        end
        else begin
            X_special_case = (X[E+M]) ? CASE_ZERO_N : CASE_ZERO_P;
        end
    end
end
always_comb begin
    Y_special_case = 0;
    if (Y[E+M-1:0] == {E+M{1'b1}}) begin
        Y_special_case = (Y[E+M]) ? CASE_INF_N : CASE_INF_P;
    end 
    else if (Y[E+M-2:0] == {E+M-1{1'b0}}) begin
        if (Y[E+M-1]) begin
            Y_special_case = (Y[E+M]) ? CASE_ONE_N : CASE_ONE_P;
        end
        else begin
            Y_special_case = (Y[E+M]) ? CASE_ZERO_N : CASE_ZERO_P;
        end
    end
end
endmodule
```
`design/flow/constraint.sdc`:
```
current_design special_cases_detector

set clk_period 3.0
set clk_io_pct 0.2

create_clock -name clk0 -period $clk_period

set non_clock_inputs [all_inputs -no_clocks]
set_input_delay [expr $clk_period * $clk_io_pct] -clock clk0 $non_clock_inputs
set_output_delay [expr $clk_period * $clk_io_pct] -clock clk0 [all_outputs]
```
`design/flow/run.sh`:
```
#!/bin/bash
# OpenROAD 26Q1-2900-gdf79404cd8, Yosys 0.63+post, stock flow scripts
make -C /OpenROAD-flow-scripts/flow DESIGN_CONFIG=/design/flow/config.mk WORK_HOME=/design/flow/orfs finish
```
`design/flow/config.mk`:
```
export PLATFORM = sky130hd
export DESIGN_NAME = special_cases_detector
export DESIGN_NICKNAME = special_cases_detector
export VERILOG_FILES = /design/flow/design.v
export SDC_FILE = /design/flow/constraint.sdc
export NUM_CORES = 4
export LEC_CHECK = 1
export CORE_AREA = 10 10 70 70
export DIE_AREA = 0 0 80 80
```
==> impl_metrics.csv <==
group,metric,value,unit
drt,route.antenna.diode_count,0,
floorplanning,top_level_ports,70,
worst_setup_path,criticalPathCategory,"input pin to output port",
layout,num-clock-buffers,0,
synthesis,synthMostInstantiatedCell,"nor4_1",
drt,detail_route.iter0.violations,15,
worst_setup_path,endpoint_kind,"output port",
sta,drv_slew,0,
floorplanning,fp-utilization,0.105,
synthesis,syn_avg_cell_area,6.67,um2
layout,final-seq-area,0,um2
worst_setup_path,worstPathBufferInverterCount,3,
global_routing,initial_antenna_violation_count,0,
worst_setup_path,critical_path_peak_fanout,2,
layout,area_growth_syn_to_layout,220,%
layout,nFlopsAndLatches,0,
floorplanning,placeableCoreArea,3420,um2
outcome,status,"finished, final reports clean",
global_routing,grt_first_pass_wirelength,3860,um
synthesis,synth-seq-area-share,0,
floorplanning,chipHeight,80,um
sta,final.period_utilization,0.980,
floorplanning,fp.dieArea,6400,um2
worst_setup_path,ordered_cell_list_for_the_critical_path,"clkdlybuf4s50_1 -> or4_4 -> nor3_4 -> nand4_2 -> buf_6 -> a21oi_2 -> dlygate4sd2_1",
worst_setup_path,critical_path.top_delay_family,"simple AND/OR/NAND/NOR gates",
drt,drtPass1Iterations,2,
layout,finalCoreUtilization,0.337,
synthesis,ys_cells,54,
place,detailed_place_hpwl,2380,um
drt,num_vias,735,
place,routabilityCongestion,0.816,
sta,timing.final.hold_violations,0,
sta,worst_slew_margin_rel,0.778,
sta,finalSetupViolations,0,
global_routing,grt_overflow,0,
synthesis,top_cell_area_share,0.278,
power,leakagePower,0.417,nW
drt,detail-route-antenna-nets,0,
sta,final.hold.worst_slack,1.92,ns
floorplanning,rows,21,
power,power.ir.vdd_worst,0.0328,mV
sta,tightest_slew,0.330,ns
drt,wl_per_cell,14.5,um
global_routing,grt_pass1_vias,824,
sta,finalSetupTns,0,ns
drt,routed_wl,2490,um
floorplanning,dieWidth,80,um
synthesis,post_synth_top_area_cell,"nor4_1",
layout,drive_above_1_share,0.0873,
job,drv.max_cap_violation_count,0,
synthesis,ys.warnings.count,1,
sta,final.min_clock_period,2.94,ns
worst_setup_path,arrival,2.34,ns
global_routing,grt_usage,0.0737,
job,warning_count,33,
synthesis,synthCells,54,
worst_setup_path,worst_path_max_delay_cell,"or4_4",
place,port-buffer-count,70,
synthesis,yosys.cell_types.count,14,
worst_setup_path,cp_data_required_time,2.40,ns
power,power.density_cell_area,96.9,nW/um2
worst_setup_path,element_type_at_the_critical_path_start,"input pin",
synthesis,synth.yosys.chip_area,360,um2
synthesis,topCellsByArea,"nor4_1, nand4_1, ha_1",
drt,drt_drc_violations_left,0,
worst_setup_path,timing.critical_path.slowest_cell_delay,0.55,ns
synthesis,synth.cells.most_frequent,"nor4_1, nand4_1, inv_1",
sta,rsz0062_at_grt,"no",
sta,timing.fmax,0.340,GHz
synthesis,syn_area,360,um2
worst_hold_path,worstHoldPathType,"input pin to output port",
global_routing,grt_max_degree,4,
clocking,postCtsHoldBufs,0,
drt,route.detailed.vias_per_inst,4.27,
==> routing by layer <==
metal / vias up / global-route usage / wire [um]
met3: 0 / 0.00795 / 61
met1: 337 / 0.0798 / 925
li1: 389 / - / -
met4: 0 / 0 / 0
met5: - / 0 / 0
met2: 9 / 0.153 / 1510
==> report_power, final <==
part           leakage [nW]  internal (mW)  switching, mW  total (mW)
sequential                0              0              0           0
combinational         0.417         0.0814         0.0302       0.112
clock                     0              0              0           0
total                 0.417         0.0814         0.0302       0.112
==> tightest hold or removal path: cells and delay by family <==
family,cells,cell delay (ns)
buf+inv,3,0.66
compound gates,1,0.06
==> final timing paths <==
kind,from,to,slack [ns],cells after the start
worst max-delay path,Y[7],Y_special_case[0],0.06,7
worst min-delay path,Y[31],Y_special_case[1],1.92,4
==> logic make-up (layout without fill, tap and decap cells) <==
family          after synthesis  after routing  synth area share
compound gates                4              4            0.0799
simple gates                 44             44             0.809
buf+inv                       4             76            0.0417
fa+ha+maj                     2              2            0.0694
==> cell usage in the layout, fill, tap and decap left out, drive strengths merged, types with 4 or more instances in the layout <==
| master | Yosys | routed |
|---|---|---|
| clkdlybuf4s50 | 0 | 64 |
| inv | 4 | 4 |
| dlygate4sd2 | 0 | 5 |
| nand4 | 16 | 16 |
| nor4 | 16 | 16 |
==> cell type report <==
type               count  area [um2]
fillers              354        2260
repair buffers        72         716
multi-input cells     50         364
well taps             46        57.6
inverters              4        15.0
==> stage by stage <==
stage	power (mW)	instances	cell area [um2]	worst slack, ns
after floorplan	0.0117	54	360	0.904
after global placement	0.108	171	1130	-0.110
after detailed placement	0.110	171	1130	-0.120
after CTS	0.111	172	1130	-0.0997
after global routing	0.120	172	1150	0.00512
final	0.112	172	1150	0.0611
==> timing repair <==
item | 4_1_cts | 5_1_grt
gates cloned | 0 | 0
pin swaps | 6 | 3
buffers inserted | 1 | 1
gates resized | 6 | 5
setup endpoints to repair | 6 | 3
No activity file was given, so power comes from the tool's default toggle rates.
