==> flow/design.v <==
module shifter #(
    parameter int M = 23,
    parameter int E = 8,
    parameter int extra_bits_mantissa = 7
) ( 
    input logic signed [M+extra_bits_mantissa-1:0] number_input,
    input logic [E:0] shift_amount,
    input logic right_shift,
    input logic arithmetic_shift,
    output logic [M+extra_bits_mantissa-1:0] number_output,
    input logic print
);
logic [M+extra_bits_mantissa-1:0] number_shifted;
always_comb begin
    if (right_shift == 1'b0)                      
        number_shifted = number_input << shift_amount;
    else if (right_shift == 1'b1 && arithmetic_shift == 1'b1)   
        number_shifted = number_input >>> shift_amount;
    else                                          
        number_shifted = number_input >> shift_amount;
end
assign number_output = number_shifted;
endmodule
==> flow/run.sh <==
#!/bin/bash
# OpenROAD 26Q1-2900-gdf79404cd8, Yosys 0.63+post, stock flow scripts
make -C /OpenROAD-flow-scripts/flow DESIGN_CONFIG=/design/flow/config.mk WORK_HOME=/design/flow/orfs finish
==> flow/config.mk <==
export PLATFORM = sky130hd
export DESIGN_NAME = shifter
export DESIGN_NICKNAME = shifter
export VERILOG_FILES = /design/flow/design.v
export SDC_FILE = /design/flow/constraint.sdc
export NUM_CORES = 4
export LEC_CHECK = 1
export CORE_UTILIZATION = 40
==> flow/constraint.sdc <==
current_design shifter

set clk_period 5.0
set clk_io_pct 0.2

create_clock -name clk0 -period $clk_period

set non_clock_inputs [all_inputs -no_clocks]
set_input_delay [expr $clk_period * $clk_io_pct] -clock clk0 $non_clock_inputs
set_output_delay [expr $clk_period * $clk_io_pct] -clock clk0 [all_outputs]
==> results.txt <==
flow finished, numbers: n_diodes 0, GRT Resource Usage Total a little under two fifths, maximum clock rate 202 MHz, Total Power 0.545 mW, Setup TNS 0 ns, Setup violations, final 0, Top Layer Used met4, chip width 112 µm, Final ANT Viol Nets 0, row count 39, Synth Seq Share 0%, status finished, final reports clean, cell repeated most along the worst path clkdlybuf4s50_1, storage element area 0 µm², layout cell share with drive strength beyond 1 20.0%, slack of the critical path 0.0412 ns, Clock power frac 0%, Synth Warn # 1, Lkg Pwr 2.14 nW, met3 wire len 3160 µm, worst slew pin tran 0.844 ns, Setup CP Type input port to primary output, initial drt markers 772, flip-flops 0, crit-path cells clkdlybuf4s50_1 > or3_2 > buf_12 > nor3_1 > nor2_1 > a21oi_2 > a21oi_1 > o21ai_0 > buf_4 > clkdlybuf4s50_1, Flop pwr share 0%, DRT Pass-1 Iters 26, PortBufs 71, VDD IR max between 0.06 and 0.07 mV, fin crit share 99.2%, post-CTS setup buffer count 0, most numerous logic cell after layout buf_4, Max Cap Violations 0, GP Congestion around 1.1, CP max stage delay 0.52 ns, Hold Worst Slack between 2 and 3 ns, final core occ about half, WL final between 20000 and 25000 µm, placed instance count slightly below 900, Die ar. 12500 µm², crit path capture type primary output, Syn Std Cell Area 4840 µm², total grt overflow 0, post-DR vias/cell 7.16, Initial Utilization 41.7%, switch share 56.6%, CLK BUF 0, largest fanout on the critical path 57, RSZ-0062 raised after global routing no, Hold WC Path Type input port to primary output, Slew Limit Fails 0, slowest cell on the critical path or3_2, Finished Layout Cells 888, Comb pwr share 100.0%, Top cells excl fill/tap buf_4, nor2_1, clkdlybuf4s50_1, Core Area around 12000 µm², area grow syn2layout 22.5%, PwrDens just over 90 nW/µm², met1 wire length 9400 µm, Hold Violations, Final 0, CP Data Arrival Time approximately 4.0 ns, metal2 WL 10200 µm, vias in the first global route 5720, Startpoint Class input port, synthesis area per yosys 4840 µm², global-route wire length before repair 35400 µm, DRC errors left 0, Mapped Cells roughly 670, ys cells 670, pin count of the biggest net entering global routing 58, Chip Height roughly 110 µm, initial antenna violation count 0, dpl cell area just under 6000 µm², P_sw 0.309 mW, Netlist cell types 71, WL per Instance 26.8 µm, IO Count 72, WP data required 4.00 ns, hpwl dp 18700 µm, vias approximately 6400, Slew headroom 43.0%, Design Area, Final 5930 µm², tool warnings 33, Int Pwr 0.237 mW, Syn Area/Cell 7.23 µm², Setup WS pre-CTS 0.0601 ns, post-layout min period 4.96 ns
cell type report:
cell class,count,area (µm²)
well taps,143,179
inverters,8,30.0
fillers,1143,5680
repair buffers,150,1360
multi-input cells,587,4360
power groups by stage:
stage / Sequential (mW) / Clock (mW) / Combinational (mW)
final: 0 / 0 / 0.545
after global routing: 0 / 0 / 0.572
after CTS: 0 / 0 / 0.527
worst max-delay path: cells and delay by family:
| family | cells | cell delay [ns] |
|---|---|---|
| buffers and inverters | 4 | 1.25 |
| AND/OR/NAND/NOR | 3 | 0.96 |
| AND-OR/OR-AND | 3 | 0.70 |
logic make-up after synthesis:
logic type,synth area share [%]
multiplexers,33.7
buffers and inverters,10.3
AND-OR/OR-AND,30.4
AND/OR/NAND/NOR,25.6
path summary, 6_finish.rpt:
kind / start / end / slack [ns] / cells after the start
hold / removal: shift_amount[2] / number_output[14] / 2.93 / 4
setup / recovery: shift_amount[7] / number_output[23] / 0.04 / 10
timing repair:
item | 4_1_cts | 5_1_grt
endpoints found under the setup margin | 0 | 5
hold buffers | 0 | 0
gates resized | 0 | 5
metal layers:
metal | vias to the layer above | global-route usage (%)
met4 | 0 | 14.0
met1 | 2984 | 56.4
met3 | 73 | 8.04
li1 | 2802 | -
met2 | 496 | 56.6
met5 | - | 0
cell usage after synthesis (all sizes together), types with 6 or more instances:
master | instances | share of area [%]
nor3 | 40 | 4.2
nand2 | 62 | 4.9
buf | 45 | 6.8
o21ai | 46 | 4.8
or3 | 8 | 1.0
nor4 | 6 | 0.90
a21oi | 50 | 5.2
inv | 8 | 0.62
o22ai | 6 | 0.78
o211ai | 17 | 2.6
mux2 | 13 | 3.0
a211oi | 7 | 1.1
nor2b | 6 | 0.78
a31oi | 22 | 2.8
a22oi | 9 | 1.5
clkbuf | 30 | 2.9
mux2i | 53 | 11
mux4 | 41 | 20
nand3 | 31 | 3.2
o221ai | 8 | 1.4
nor2 | 68 | 5.3
nand2b | 15 | 1.9
o31ai | 6 | 1.0
Power and IR drop assume default switching activity.
